<file path="flow/design.v">
`timescale 1ps / 1ps
module streamer_handler_N_MuxB_512_2_23_1( in3, in2, ctrl1, out1 );
    input [511:0] in3;
    input [511:0] in2;
    input ctrl1;
    output [511:0] out1;
    reg [511:0] out1;
    always @*
      begin : streamer_handler_N_MuxB_512_2_23_1_thread_1
        case (ctrl1) 
          1'b1: 
            begin
              out1 = in2;
            end
          default: 
            begin
              out1 = in3;
            end
        endcase
      end
endmodule
</file>
<file path="flow/config.mk">
export PLATFORM = sky130hd
export DESIGN_NAME = streamer_handler_N_MuxB_512_2_23_1
export DESIGN_NICKNAME = streamer_handler_N_MuxB_512_2_23_1
export VERILOG_FILES = /design/flow/design.v
export SDC_FILE = /design/flow/constraint.sdc
export NUM_CORES = 4
export LEC_CHECK = 1
export CORE_AREA = 10 10 587 587
export DIE_AREA = 0 0 597 597
</file>
<file path="flow/run.sh">
#!/bin/bash
# OpenROAD 26Q1-2900-gdf79404cd8, Yosys 0.63+post, stock flow scripts
make -C /OpenROAD-flow-scripts/flow DESIGN_CONFIG=/design/flow/config.mk WORK_HOME=/design/flow/orfs finish
</file>
<file path="flow/constraint.sdc">
current_design streamer_handler_N_MuxB_512_2_23_1

set clk_period 1.0
set clk_io_pct 0.2

create_clock -name clk0 -period $clk_period

set non_clock_inputs [all_inputs -no_clocks]
set_input_delay [expr $clk_period * $clk_io_pct] -clock clk0 $non_clock_inputs
set_output_delay [expr $clk_period * $clk_io_pct] -clock clk0 [all_outputs]
</file>
==> results.sh <==
# implementation run metrics
export IMPL_maxCapViolations=0
export IMPL_setup_ws_ps=-824
export IMPL_ys_seq_frac=0
export IMPL_grt_pass1_vias=13700
export IMPL_grt_usage=0.196
export IMPL_finalSetupViolCount=512
export IMPL_yosysTopAreaCell="mux2_2"
export IMPL_hold_worst_slack_ps=1060
export IMPL_grt_pass1_wl_mm=390
export IMPL_fillers=38400
export IMPL_area_growth_pct=368
export IMPL_yosysCellCount=569
export IMPL_floorplan_core_util=0.0194
export IMPL_vias=15800
export IMPL_pre_cts_ws_ps=-1000
export IMPL_seq_area_um2=0
export IMPL_dpl_hpwl_mm=349
export IMPL_hold_depth=3
export IMPL_drt_iter0_markers=723
export IMPL_startpoint_type="input pin"
export IMPL_holdCritPathClass="in2out"
export IMPL_seq_cells=0
export IMPL_cp_end_kind="primary output"
export IMPL_violations="setup timing"
export IMPL_grt_max_degree=31
export IMPL_postRouteAntennaNets=0
export IMPL_grt_overflow=0
export IMPL_netlist_area_mm2=0.00641
export IMPL_powerDensity_mw_per_mm2=506
export IMPL_tns_ps=-317470
export IMPL_cp_required_ps=800
export IMPL_max_freq_mhz=548
export IMPL_ys_types=4
export IMPL_hold_start="in3[87]"
export IMPL_slew_headroom=0.565
export IMPL_top_cell_area_share=0.900
export IMPL_hold_path_end="out1[87]"
export IMPL_placed_area_mm2=0.0271
export IMPL_io_pins=1537
export IMPL_hold_buffers=0
export IMPL_gp_congestion=1.01
export IMPL_netlist_instances=569
export IMPL_die_y_um=597
export IMPL_synth_most_common_cell="mux2_2"
export IMPL_finalCritPeriodShare=1.82
export IMPL_drc=0
export IMPL_ys_warn_count=1
export IMPL_rows=211
export IMPL_die_w_um=597
export IMPL_p_leak_uw=0.0110
export IMPL_synth_chip_area_mm2=0.00641
export IMPL_port_buffers=1537
export IMPL_tightest_slew_ps=651
export IMPL_routed_wl_mm=364
export IMPL_irDropWorstVdd_uv=181
export IMPL_topCellsByArea="mux2_2 90%, buf_6 8.1%, clkbuf_8 1.7%, buf_2 0.23%"
export IMPL_grt_setup_unrepaired="yes"
export IMPL_outcome="complete, but fails checks"
export IMPL_critical_path_max_fanout=1
export IMPL_drv_slew=0
export IMPL_startpoint="in2[48]"
export IMPL_routedWlPerCell_um=54.2
export IMPL_dieArea_mm2=0.356
export IMPL_warnings=35
export IMPL_num_clock_buffers=0
export IMPL_coreArea_mm2=0.331
export IMPL_antenna_found_initial=658
export IMPL_vias_per_cell=2.36
export IMPL_place_inst=6463
export IMPL_final_area_mm2=0.0300
export IMPL_min_period_ps=1820
export IMPL_finalHoldViolations=0
export IMPL_ys_top_cells_by_count="512 x mux2_2, 46 x buf_6, 8 x clkbuf_8"
export IMPL_arrival_ps=1620
export IMPL_critPathKind="in2out"
export IMPL_first_pass_iters=5
export IMPL_drive_gt1_frac=0.470
export IMPL_syn_avg_cell_area_um2=11.3
export IMPL_fin_cells=6702
power by group:
part / leakage, uW / total (uW) / internal [uW] / switching (uW)
registers: 0 / 0 / 0 / 0
logic: 0.0110 / 15200 / 8730 / 6460
clock network: 0.000000830 / 0.0181 / 0.0181 / 0
metrics by stage:
| stage | power (uW) | utilization |
|---|---|---|
| after floorplan | 2040 | - |
| after global placement | 14400 | 0.0820 |
| after detailed placement | 14300 | 0.0820 |
| after CTS | 14800 | 0.0841 |
| after global routing | 16100 | 0.0901 |
| final | 15200 | 0.0907 |
worst max path at each step:
stage	slack, ps	cells past startpoint	end
4_1_cts	-870	6	out1[102]
6_report	-820	3	out1[48]
5_1_grt	-820	5	out1[364]
cell type report:
class	count	area [um^2]	area share
antenna	131	328	0.0109
multi-input combinational	512	6290	0.210
timing repair buffer	1693	17900	0.597
tap	4366	5460	0.182
layer usage:
layer / wire [um] / global-route usage
met2: 149000 / 0.289
met3: 76600 / 0.195
met1: 121000 / 0.199
met4: 14500 / 0.0378
met5: 2760 / 0
logic make-up (layout without fill, tap and decap cells):
kind of cell | count (synthesis) | count (layout) | synth area share
buffers and inverters | 57 | 1693 | 0.100
other | 0 | 131 | 0
multiplexers | 512 | 512 | 0.900
worst max-delay path, cell delays in order:
cell and delay (ps):
clkdlybuf4s50_1 680, mux2_2 240, clkdlybuf4s50_1 480
what timing repair did:
item                                    in CTS  in global routing
buffers inserted                            18                 69
hold endpoints to repair                     0                  0
gates cloned                                 5                 20
resized                                    176                428
endpoints found under the setup margin     512                512
cells in the final DEF (no fill, tap or decap):
master / count
buf_12: 86
dlygate4sd2_1: 13
clkbuf_16: 18
clkbuf_2: 48
buf_4: 205
buf_2: 9
clkdlybuf4s15_2: 3
buf_16: 17
buf_8: 19
dlymetal6s2s_1: 49
clkdlybuf4s50_1: 1107
buf_6: 119
diode_2: 131
mux2_4: 140
mux2_2: 372
Power figures rest on the tool's default switching activity, not on a simulated workload.
