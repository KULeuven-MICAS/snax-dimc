==> /design/flow/design.v <==
`timescale 1ps / 1ps
module streamer_handler_N_MuxB_512_2_23_4( in3, in2, ctrl1, out1 );
    input [511:0] in3;
    input [511:0] in2;
    input ctrl1;
    output [511:0] out1;
    reg [511:0] out1;
    always @*
      begin : streamer_handler_N_MuxB_512_2_23_4_thread_1
        case (ctrl1) 
          1'b1: 
            begin
              out1 = in2;
            end
          default: 
            begin
              out1 = in3;
            end
        endcase
      end
endmodule
==> /design/flow/run.sh <==
#!/bin/bash
# OpenROAD 26Q1-2900-gdf79404cd8, Yosys 0.63+post, stock flow scripts
make -C /OpenROAD-flow-scripts/flow DESIGN_CONFIG=/design/flow/config.mk WORK_HOME=/design/flow/orfs finish
==> /design/flow/config.mk <==
export PLATFORM = sky130hd
export DESIGN_NAME = streamer_handler_N_MuxB_512_2_23_4
export DESIGN_NICKNAME = streamer_handler_N_MuxB_512_2_23_4
export VERILOG_FILES = /design/flow/design.v
export SDC_FILE = /design/flow/constraint.sdc
export NUM_CORES = 4
export LEC_CHECK = 1
export CORE_AREA = 10 10 587 587
export DIE_AREA = 0 0 597 597
==> /design/flow/constraint.sdc <==
current_design streamer_handler_N_MuxB_512_2_23_4

set clk_period 1.0
set clk_io_pct 0.2

create_clock -name clk0 -period $clk_period

set non_clock_inputs [all_inputs -no_clocks]
set_input_delay [expr $clk_period * $clk_io_pct] -clock clk0 $non_clock_inputs
set_output_delay [expr $clk_period * $clk_io_pct] -clock clk0 [all_outputs]
==> out/results.ini <==
[detailed_routing]
avgViaCountPerCell=2.36
drcViolationCount=0
drtIter0Drc=723
dr_total_vias=15800
wl_um=364000
dr.pass1.iters=5
wire_per_inst_um=54.2
ant_nets=0

[die]
dieHeight_um=597
ioPinCount=1537
fp_util=0.0194
rows=211
dieArea_um2=356000
core_um2=331000
die_x_um=597

[setup_path]
end_kind=output pin
crit_path_start_kind=input port
worstSetupPathType=in2out
worstPathRequired_ns=0.80
cp_data_arrival_time_ns=1.62
crit_path_max_fanout=1
startpoint=in2[48]

[logic_synthesis]
netlist_area_um2=6410
ys_cells=569
netlist_instances=569
avgSynthCellArea_um2=11.3
yosysWarnings=1
top_area_cell=mux2_2
topCellsByArea=mux2_2 90%, buf_6 8.1%, clkbuf_8 1.7%, buf_2 0.23%
synthTopCellsByCount=512 x mux2_2, 46 x buf_6, 8 x clkbuf_8, 3 x buf_2
synth_top_area_share=0.900
yosysMostFrequentCell=mux2_2
synthDistinctLibCells=4
ys_seq_frac=0
ys_chip_area_um2=6410

[final_layout]
syn_to_final_growth_pct=368
register_area_um2=0
final_cell_count_no_fill=6702
flops=0
fill_cells=38400
drive_gt1_frac=0.470
num-clock-buffers=0
final_core_util=0.0907

[final_timing]
finalWorstSetupSlack_ns=-0.824
rsz0062_at_grt=yes
drv_slew=0
min_period_ns=1.82
min_period_over_period=1.82
hold_violations=0
max-slew-margin-rel=0.565
max_freq_mhz=548
fin_tns_setup_ns=-317.47
finalSetupViolations=512
worstMarginPinSlew_ns=0.651

[grt]
grt_pass1_vias=13700
grt_max_degree=31
antenna_found_initial=658
grt_pass1_wl_um=390000
grtUsageTotal=0.196
grt-ovfl-total=0

[power_and_ir_drop]
p_leak_nw=11.0
total_power_mw=15.2
peakVddDrop_mv=0.181
p_per_area_nw_per_um2=506

[outcome]
violations=setup timing
status=finished, violations left

[worst_hold_path]
hp-class=in2out
min-delay-start=in3[87]
hold_path_end=out1[87]
hold_depth=3

[placed_design]
pre_cts_slack_ns=-1.00
port_buffers=1537
place_congestion=1.01
dp_hpwl_um=349000
placed_cells=6463

[flow_run]
cap_violations=0
warnings=35

[placed cells by master (no fill, tap or decap)]
master,synthesis,layout
buf_12,0,86
buf_16,0,17
buf_2,3,9
buf_4,0,205
buf_6,46,119
buf_8,0,19
clkbuf_16,0,18
clkbuf_2,0,48
clkdlybuf4s15_2,0,3
clkdlybuf4s50_1,0,1107
diode_2,0,131
dlygate4sd2_1,0,13
dlymetal6s2s_1,0,49
mux2_2,512,372
mux2_4,0,140
[worst max-delay path by stage]
stage	to	slack (ns)	depth (start not counted)
finish	out1[48]	-0.82	3
global route	out1[364]	-0.82	5
CTS	out1[102]	-0.87	6
[layout make-up]
cell class,count,area [um^2],share of cell area
Timing Repair Buffer,1693,17900,0.597
Multi-Input combinational cell,512,6290,0.210
Tap cell,4366,5460,0.182
Antenna cell,131,328,0.0109
[metrics by stage]
stage | hold WS [ns] | instance area [um^2]
2_1_floorplan | 0.498 | 6550
3_3_place_gp | 0.974 | 27100
3_5_place_dp | 0.972 | 27100
4_1_cts | 1.08 | 27900
5_1_grt | 1.08 | 29800
6_report | 1.06 | 30000
[cell families after synthesis]
| family | count (synthesis) | share of synthesized area |
|---|---|---|
| buf+inv | 57 | 0.100 |
| mux | 512 | 0.900 |
[where the power goes]
part           leakage, nW  switching [mW]  internal (mW)
Combinational         11.0            6.46           8.73
Sequential               0               0              0
Clock             0.000830               0      0.0000181
[per-layer routing]
| layer | part of all wire | global-route usage |
|---|---|---|
| met4 | 0.040 | 0.0378 |
| met5 | 0.0076 | 0 |
| met2 | 0.41 | 0.289 |
| met1 | 0.33 | 0.199 |
| met3 | 0.21 | 0.195 |
[critical path, stage by stage]
cell	delay, ns
clkdlybuf4s50_1	0.68
mux2_2	0.24
clkdlybuf4s50_1	0.48
[repair_timing]
| item | in CTS | in global routing |
|---|---|---|
| endpoints found under the hold margin | 0 | 0 |
| setup buffers | 18 | 69 |
| setup endpoints to repair | 512 | 512 |
| gates cloned | 5 | 20 |
| resized | 176 | 428 |
| hold buffers | 0 | 0 |
Power and IR drop assume default switching activity.
